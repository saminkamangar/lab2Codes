==> flow/design.v <==
module display_hex (
	input [3:0] hex,
	output reg [0:6] seg
);
parameter ZERO = 7'b100_0000;
parameter ONE = 7'b111_1001;
parameter TWO = 7'b010_0100;
parameter THREE = 7'b011_0000;
parameter FOUR = 7'b001_1001;
parameter FIVE = 7'b001_0010;
parameter SIX = 7'b000_0010;
parameter SEVEN = 7'b111_1000;
parameter EIGHT = 7'b000_0000;
parameter NINE = 7'b001_1000;
parameter A = 7'b000_1000;
parameter B = 7'b000_0011;
parameter C = 7'b100_0110;
parameter D = 7'b010_0001;
parameter E = 7'b000_0110;
parameter F = 7'b000_1110;
always @(hex)
case (hex)
	0: seg = ZERO;
	1: seg = ONE;
	2: seg = TWO;
	3: seg = THREE;
	4: seg = FOUR;
	5: seg = FIVE;
	6: seg = SIX;
	7: seg = SEVEN;
	8: seg = EIGHT;
	9: seg = NINE;
	10: seg = A;
	11: seg = B;
	12: seg = C;
	13: seg = D;
	14: seg = E;
	15: seg = F;
endcase
endmodule
==> flow/run.sh <==
#!/bin/bash
# OpenROAD 26Q1-2900-gdf79404cd8, Yosys 0.63+post, stock flow scripts
make -C /OpenROAD-flow-scripts/flow DESIGN_CONFIG=/design/flow/config.mk WORK_HOME=/design/flow/orfs finish
==> flow/config.mk <==
export PLATFORM = sky130hd
export DESIGN_NAME = display_hex
export DESIGN_NICKNAME = display_hex
export VERILOG_FILES = /design/flow/design.v
export SDC_FILE = /design/flow/constraint.sdc
export NUM_CORES = 4
export LEC_CHECK = 1
export CORE_AREA = 10 10 70 70
export DIE_AREA = 0 0 80 80
==> flow/constraint.sdc <==
current_design display_hex

set clk_period 1.7
set clk_io_pct 0.2

create_clock -name clk0 -period $clk_period

set non_clock_inputs [all_inputs -no_clocks]
set_input_delay [expr $clk_period * $clk_io_pct] -clock clk0 $non_clock_inputs
set_output_delay [expr $clk_period * $clk_io_pct] -clock clk0 [all_outputs]
==> CHANGELOG.md <==
## Implementation

- Outcome: completed
- Overflow after GRT: 0
- Worst-path maximum fanout: 3
- Vias: 319
- I/O pins: 11
- # diodes: 0
- Crit start category: input port
- Worst setup margin: 0.0551 ns
- Setup CP Type: in -> out
- Top cell excl fill/tap: buf_4
- Seq share, synth: 0
- # Cells Yosys: 34
- Setup WS pre-CTS: -0.764 ns
- Post-Synth Adder-Cell Area: 0.294
- Final worst-path cycle share: 0.968
- Power Total: 0.000128 W
- DR iter-0 viols: 13
- Post-Synth XOR/XNOR Area: 0
- Routed WL per cell: 8.95 µm
- Fmax: 0.608 GHz
- Tmin final: 1.64 ns
- Most frequent cells in the layout: buf_4 (8), buf_6 (7), ha_4 (5), dlygate4sd2_1 (5)
- Total Wirelength: 913 µm
- Total GRT Usage: 0.0291
- Complex Gates by Area: 0.230
- IO buf count: 11
- DR pass1 iterations: 2
- WHS Endpoint: seg[5]
- Tool Warnings: 37
- Fin. Hold Viols: 0
- Gp weighted congestion: 0.657
- Hold Path Stages: 4
- Vias in the first global route: 355
- Yosys warns: 1
- Top comb family, area: adder cells
- Slew Viols, Final: 0
- Crit end category: primary output
- Worst Hold Class: in -> out
- Setup Viol. Count Final: 0
- First-pass GRT wire length: 1610 µm
- Hold_buf cts: 0
- Yosys simple share: 0.211
- Gate Area: 310 µm²
- Post-DP HPWL: 662 µm
- Hold Startpoint: hex[1]
- Initial antenna violation count: 0
- Placeable Area: 0.00342 mm²
- Pwr/cell area: 215 mW/mm²
- Worst Tran Pin Value: 0.143 ns
- Mean Syn Cell Area: 7.51 µm²
- Synthesis area per yosys: 255 µm²
- Max-cap violation count: 0
- RSZ-0062 raised after global routing: false
- Sequential cell area: 0 µm²
- Hold slack: 1.15 ns
- DRC: 0
- Peak VDD IR: 29.3 µV
- Leakage: 0.262 nW
- Worst Path Required: 1.36 ns
- Largest net degree at the start of global routing: 10
- Clock buffers: 0
- Post-synth mux share: 0.162
- Via density: 3.13
- Die area: 0.00640 mm²
- Die Y: 80 µm
- Post-Syn Instances: 34
- Num sequential: 0
- Floorplan core density: 0.0747
- Mapped Area: 255 µm²
- Arrival time at the worst endpoint: 1.30 ns
- Synth cell types: 19
- Chip width: 80 µm
- Layout cell share with drive strength beyond 1: 0.571
- # rows: 21
- Area Growth Syn to Fin: 132%
- # fillers: 371
- Antenna-violating nets left: 0
- Rel. slew slack: 0.902
-- logic make-up (layout without fill, tap and decap cells) --
| group | after synthesis | after routing |
|---|---|---|
| and+or+nand+nor | 10 | 10 |
| adders and majority gates | 6 | 6 |
| muxes | 4 | 4 |
| buffers and inverters | 5 | 27 |
| AOI/OAI and AO/OA | 9 | 9 |
-- worst max path at each step --
stage / startpoint / endpoint / slack, ns / cells past startpoint
after global routing: hex[1] / seg[0] / 0.01 / 6
after CTS: hex[1] / seg[5] / 0.01 / 8
final: hex[1] / seg[0] / 0.06 / 6
-- worst max-delay path, stage by stage --
cell and delay, ns:
buf_6 0.11, buf_4 0.14, ha_4 0.16, mux2_4 0.26, a22o_1 0.19, buf_2 0.11
-- cells in the mapped netlist (all sizes together) --
master / n / area share
or3b: 1 / 0.034
nor2b: 1 / 0.025
mux2: 1 / 0.044
a21oi: 1 / 0.020
buf: 1 / 0.044
ha: 6 / 0.29
a22o: 2 / 0.069
mux2i: 3 / 0.12
clkbuf: 1 / 0.015
o21ai: 4 / 0.078
nand2: 1 / 0.015
a32o: 1 / 0.039
nand2b: 2 / 0.049
nand3: 1 / 0.020
inv: 3 / 0.044
nor2: 4 / 0.069
o22ai: 1 / 0.025
-- power by group --
group	switching (W)	leakage [nW]	total (W)	internal, W
Clock	0	0	0	0
Sequential	0	0	0	0
Combinational	0.0000518	0.262	0.000128	0.0000757
Total	0.0000518	0.262	0.000128	0.0000757
-- per-stage QoR --
step / instance area (µm²) / util / TNS (ns) / cells
after floorplan: 255 / - / 0 / 34
after global placement: 475 / 0.139 / -4.75 / 98
after detailed placement: 475 / 0.139 / -4.65 / 98
after CTS: 584 / 0.171 / 0 / 102
after global routing: 592 / 0.173 / 0 / 102
final: 592 / 0.173 / 0 / 102
-- layout make-up --
class                           instances  share of cell area
Inverter                                3              0.0359
Multi-Input combinational cell         29               0.524
Tap cell                               46              0.0973
Timing Repair Buffer                   24               0.342
-- metal layers --
metal | vias to the layer above | GRT usage | wire length (µm)
met3 | 0 | 0.00341 | 42
li1 | 164 | - | -
met4 | 0 | 0 | 0
met2 | 3 | 0.0602 | 525
met1 | 152 | 0.0316 | 345
met5 | - | 0 | 0
-- repair_timing --
item / 4_1_cts / 5_1_grt
buffers inserted: 4 / 0
endpoints found under the hold margin: 0 / 0
gates cloned: 0 / 0
endpoints found under the setup margin: 7 / 3
gates resized: 50 / 5
pin swaps: 5 / 2
Power figures rest on the tool's default switching activity, not on a simulated workload.
