**flow/run.sh**
```bash
#!/bin/bash
# OpenROAD 26Q1-2900-gdf79404cd8, Yosys 0.63+post, stock flow scripts
make -C /OpenROAD-flow-scripts/flow DESIGN_CONFIG=/design/flow/config.mk WORK_HOME=/design/flow/orfs finish
```
**flow/config.mk**
```make
export PLATFORM = sky130hd
export DESIGN_NAME = reg32_avalon_interface
export DESIGN_NICKNAME = reg32_avalon_interface
export VERILOG_FILES = /design/flow/design.v
export SDC_FILE = /design/flow/constraint.sdc
export NUM_CORES = 4
export LEC_CHECK = 1
export CORE_AREA = 10 10 96 96
export DIE_AREA = 0 0 106 106
```
**flow/constraint.sdc**
```tcl
current_design reg32_avalon_interface

set clk_period 1.0
set clk_io_pct 0.2

create_clock -name clk0 -period $clk_period [get_ports {clk}]

set non_clock_inputs [all_inputs -no_clocks]
set_input_delay [expr $clk_period * $clk_io_pct] -clock clk0 $non_clock_inputs
set_output_delay [expr $clk_period * $clk_io_pct] -clock clk0 [all_outputs]
```
**flow/design.v**
```verilog
module reg32(
input clock,
input reset_n,
input [31:0] D,
input [3:0] byteenable, 
output reg [31:0] Q
);
always @ (posedge clock or negedge reset_n)
begin
	if (!reset_n) begin
		Q <= 32'h0000;
	end else if (byteenable == 4'b1111) begin
		Q <= D;
	end else if (byteenable == 4'b0011) begin 
		Q[15:0] <= D[15:0];
	end else if (byteenable == 4'b1100) begin 
		Q[31:16] <= D[31:16];
	end else if (byteenable == 4'b0001) begin 
		Q[7:0] <= D[7:0];
	end else if (byteenable == 4'b0010) begin 
		Q[15:8] <= D[15:8];
	end else if (byteenable == 4'b0100) begin 
		Q[23:16] <= D[23:16];
	end else if (byteenable == 4'b1000) begin 
		Q[31:24] <= D[31:24];
	end 
end	
endmodule
module reg32_avalon_interface(
input clk,
input reset_n,
input write,
input [31:0] writedata,
input read,
output [31:0] readdata,
input [3:0] byteenable,
input chipselect,
output[31:0] Q_external
);
wire [3:0] local_byteenable;
wire [31:0] to_reg, from_reg;
assign to_reg=writedata;
assign readdata= from_reg;
assign Q_external=from_reg;
assign local_byteenable=(chipselect & write ) ? byteenable : 4'd0;
reg32 U1 
(
.clock  (clk),
.reset_n (reset_n),
.D        (to_reg),
.byteenable(local_byteenable),
.Q          (from_reg)
);
endmodule
```
==> flow_metrics.rpt <==
FLOW METRICS REPORT
----------------------------------------------------
[Synthesis]
  Synth Warn # ........................ 1
  Number of flip-flops and latches in the synthesized netlist ........................ 32
  Cell area after technology mapping ........................ approximately 1500 um2
  Seq/Total Area, Yosys ........................ 0.525
  Average instance area after synthesis ........................ ~14 um2
  Count of unique library cells instantiated by Yosys ........................ 7
  YS chip area ........................ approximately 1500 um2
  Yosys cell count ........................ between 100 and 150
  Number of standard cells after synthesis ........................ 110

[Detailed routing]
  Number of diodes added for antenna fixing ........................ 0
  DRT antenna net count ........................ 0
  Number of vias after detailed routing ........................ around 1,200
  Routed wirelength normalized by instance count ........................ 14.3 um
  Number of vias per cell ........................ 3.78
  Remaining DRCs ........................ 0
  First DRT Iteration DRCs ........................ 17
  DRT Pass-1 Iters ........................ 3
  Total length of routed wires ........................ 4550 um

[Power and ir drop]
  Areal power density over the cells ........................ approximately 1700 nW/um2
  Peak supply drop ........................ roughly 0.66 mV
  Leakage power summed over all cells ........................ between 1 and 1.5 nW
  Post-layout power ........................ ~4.7 mW

[Final timing]
  Unrepaired setup endpoints after global routing ........................ yes
  Setup tns final ........................ -1.39 ns
  Worst max-slew margin expressed relative to the limit ........................ 0.881
  Total count of max-transition violations in the final report ........................ 0
  Min Clock Period, post-route ........................ ~1.1 ns
  Post-route setup slack ........................ -0.0880 ns
  Fin Clk Skew ........................ 0 ns
  Measured slew at the worst slew-check pin ........................ 0.179 ns
  Hold Worst Slack ........................ -0.132 ns
  Post-route fraction of the period consumed by the critical path ........................ 1.09
  Finish-stage setup viols ........................ 41
  Final Hold Fails ........................ 32
  Maximum clock frequency ........................ around 920 MHz

[Critical path]
  Critical path launch point type ........................ register
  Maximum single-stage delay on the critical path ........................ 0.39 ns
  WS Path Type ........................ reg -> out
  Cell type with the highest occurrence count on the critical path ........................ sky130_fd_sc_hd__buf_6
  Highest-delay cell along the critical path ........................ sky130_fd_sc_hd__dfrtp_1
  Data required time of the critical path ........................ 0.80 ns
  Worst Path Arrival ........................ 0.89 ns
  Crit-path max FO ........................ 2
  Ordered list of cells on the worst path ........................ buf_6 -> buf_6
  Kind of end point of the critical path ........................ primary output
  Internal reg-to-reg setup slack ........................ about 0.010 ns

[Global route]
  Initial antenna violation count ........................ 0
  Overflow left after global routing ........................ 0
  Vias in the first global route ........................ 1,373
  Wire length of the first global-routing pass ........................ approximately 7200 um
  GR Util All Layers ........................ 0.0771
  Pin count of the biggest net entering global routing ........................ 33

[Place]
  Placement Cell Area ........................ around 2500 um2
  Number of cells after detailed placement ........................ 286
  Post-DP HPWL ........................ ~3300 um
  GP Congestion ........................ 0.708
  Tally of buffers added on design ports ........................ around 100
  Minimum setup slack after placement ........................ -0.740 ns

[Floorplan]
  Chip area ........................ 11,200 um2
  I/O Pins ........................ ~110
  Floorplan die height ........................ between 100 and 150 um
  Number of standard-cell rows in the floorplan ........................ 31
  Fp util ........................ 0.211
  Area of the core ........................ 7210 um2
  Horizontal die dimension ........................ 106 um

[Clocking]
  Clk ins delay skew pair ........................ between 0.2 and 0.3 ns
  Largest buffer count on any clock path ........................ 2
  Clock slew seen by the registers of the worst setup and hold paths ........................ roughly 0.06 ns
  H-tree depth reported by CTS ........................ 2
  Cts bufs inserted ........................ 5
  Clock root buffer ........................ sky130_fd_sc_hd__clkbuf_8
  Clock tree from TritonCTS ........................ built
  # clock sinks ........................ 32

[Outcome]
  Result of the run ........................ finished with violations
  Violated checks ........................ hold timing, setup timing

[Cells and area]
  Most used cells in the layout excluding fill and tap cells ........................ sky130_fd_sc_hd__buf_2, sky130_fd_sc_hd__buf_6, sky130_fd_sc_hd__dfrtp_1, sky130_fd_sc_hd__clkdlybuf4s50_1, sky130_fd_sc_hd__mux2_4
  Area delta synth->final ........................ 83.7%
  Final core occ ........................ 0.388
  Register with the highest flop count ........................ U1.Q
  Flip-flop count of the largest register after layout ........................ 32
  Fraction of layout instances using a drive strength above 1 ........................ 0.693
  Summed area of non-filler cells in the final layout ........................ 2800 um2
  Commonest non-fill, non-tap cell in the layout ........................ sky130_fd_sc_hd__buf_2
  Largest registers ........................ U1.Q (32)
  Tally of non-filler cells in the final layout ........................ 317

[Flow run]
  Maximum Capacitance Violations ........................ 0
  Tool warning count ........................ 31

[Hold path]
  Min-Delay Path Class ........................ in -> async

----------------------------------------------------
logic make-up after synthesis:
kind of cell	after synthesis	share of synthesized area
compound gates	4	0.0427
simple gates	10	0.0378
buf+inv	32	0.158
flops	32	0.525
mux	32	0.236
cell type report:
cell class              instances  area (um2)
multi-input cells              46         624
fillers                       691        4410
well taps                      99         124
repair buffers                135        1180
flip-flops and latches         32         801
clock buffers                   5        68.8
report_power, final:
part | total, mW | switching (mW) | internal, mW
combinational | 1.98 | 0.426 | 1.55
clock | 0.894 | 0.446 | 0.448
sequential | 1.84 | 0.217 | 1.62
repair_timing:
item | 4_1_cts | 5_1_grt
gates resized | 280 | 21
pin swaps | 5 | 6
hold endpoints to repair | 32 | 32
buffers inserted | 23 | 3
endpoints found under the setup margin | 96 | 96
metal layers:
layer,wire (um),vias up,global-route usage
met5,0,-,0
met4,36,0,0.00870
met3,496,3,0.0416
met2,2060,61,0.121
met1,1960,575,0.0951
li1,-,560,-
worst paths after layout:
path,cells past startpoint,startpoint,end
worst max-delay path,2,U1.Q[29]$_DFFE_PN0P_,Q_external[29]
min in group clk0,5,byteenable[1],U1.Q[12]$_DFFE_PN0P_
worst max register to register,3,U1.Q[17]$_DFFE_PN0P_,U1.Q[17]$_DFFE_PN0P_
worst min register to register,1,U1.Q[6]$_DFFE_PN0P_,U1.Q[6]$_DFFE_PN0P_
worst min-delay path,2,reset_n,U1.Q[19]$_DFFE_PN0P_
max in group asynchronous,2,reset_n,U1.Q[2]$_DFFE_PN0P_
worst max-delay path: cells and delay by family, from the launching register on:
family | cells | cell delay [ns]
buffers and inverters | 2 | 0.23
DFF | 1 | 0.39
synthesized netlist by cell type, drive strengths merged:
cell type	count	area (um2)
mux2	32	360
dfrtp	32	801
nand3	8	40.0
or2	2	17.5
a21oi	4	65.1
buf	32	240
Power and IR drop assume default switching activity.
